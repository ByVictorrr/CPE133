**flow/constraint.sdc**
```tcl
current_design NS_DCDR

set clk_period 2.7
set clk_io_pct 0.2

create_clock -name clk0 -period $clk_period

set non_clock_inputs [all_inputs -no_clocks]
set_input_delay [expr $clk_period * $clk_io_pct] -clock clk0 $non_clock_inputs
set_output_delay [expr $clk_period * $clk_io_pct] -clock clk0 [all_outputs]
```
**flow/config.mk**
```make
export PLATFORM = sky130hd
export DESIGN_NAME = NS_DCDR
export DESIGN_NICKNAME = NS_DCDR
export VERILOG_FILES = /design/flow/design.v
export SDC_FILE = /design/flow/constraint.sdc
export NUM_CORES = 4
export LEC_CHECK = 1
export CORE_AREA = 10 10 70 70
export DIE_AREA = 0 0 80 80
```
**flow/design.v**
```verilog
`timescale 1ns/1ps
module NS_DCDR(x1, F1);
    input  [4:0]x1;
    output reg [3:0]F1;
always @(x1)
    begin
     if     (x1 == 5'b10000)   F1 = 4'b0001;
     else if (x1 == 5'b10001)  F1 = 4'b0010;
     else if (x1 == 5'b10010)  F1 = 4'b0011;
     else if (x1 == 5'b10011)  F1 = 4'b0100;
     else if (x1 == 5'b10100)  F1 = 4'b0101;
     else if (x1 == 5'b10101)  F1 = 4'b0110;
     else if (x1 == 5'b10110)  F1 = 4'b0111;
     else if (x1 == 5'b10111)  F1 = 4'b1000;
     else if (x1 == 5'b11000)  F1 = 4'b1001;
     else if (x1 == 5'b11001)  F1 = 4'b1010;
      else if (x1 == 5'b11010)  F1 = 4'b1011;
      else if (x1 == 5'b11011)  F1 = 4'b1100;
      else if (x1 == 5'b11100)  F1 = 4'b1101;
      else if (x1 == 5'b11101)  F1 = 4'b1110;
      else if (x1 == 5'b11110)  F1 = 4'b1111;
      else if (x1 == 5'b11111)  F1 = 4'b0000;
     else if (x1 == 5'b00000)  F1 = x1-1;
     else if (x1 == 5'b00001)  F1 = x1-1;
     else if (x1 == 5'b00010)  F1 = x1-1;
     else if (x1 == 5'b00011)  F1 = x1-1;
     else if (x1 == 5'b00100)  F1 = x1-1;
     else if (x1 == 5'b00101)  F1 = x1-1;
     else if (x1 == 5'b00110)  F1 = x1-1;
     else if (x1 == 5'b00111)  F1 = x1-1;
     else if (x1 == 5'b01000)  F1 = x1-1;
     else if (x1 == 5'b01001)  F1 = x1-1;
     else if (x1 == 5'b01010)  F1 = x1-1;
     else if (x1 == 5'b01011)  F1 = x1-1;
     else if (x1 == 5'b01100)  F1 = x1-1;
     else if (x1 == 5'b01101)  F1 = x1-1;
     else if (x1 == 5'b01110)  F1 = x1-1;
     else if (x1 == 5'b01111)  F1 = x1-1;
    else F1=4'b0000;
end 
     endmodule
```
**flow/run.sh**
```bash
#!/bin/bash
# OpenROAD 26Q1-2900-gdf79404cd8, Yosys 0.63+post, stock flow scripts
make -C /OpenROAD-flow-scripts/flow DESIGN_CONFIG=/design/flow/config.mk WORK_HOME=/design/flow/orfs finish
```
==> metrics.csv <==
stage,metric,value,unit
outcome,outcome,finished clean,
sta,fin_ws,101,ps
power,power,0.0740,mW
grt,track_usage,2.61,%
place,placement.cell_area,424,um2
sta,worstMarginPinSlew,320,ps
logic_synthesis,post_synth.cell_area_avg,8.43,um2
setup_path,path_max_fanout,5,
grt,grt_pass1_vias,304,
final_layout,stdcell_count,91,
sta,drv_slew,0,
power,p_per_area,145,nW/um2
sta,min_period,2600,ps
logic_synthesis,synthCells,27,
logic_synthesis,ys_seq_share,0,%
setup_path,crit_type,in -> out,
floorplanning,die_w,80,um
drt,ant_nets,0,
sta,max_freq,385,MHz
drt,wl,793,um
floorplanning,chipArea,6400,um2
place,place_inst,89,
final_layout,seq_area,0,um2
final_layout,stdcell_area,509,um2
place,pre_cts_slack,-346,ps
run,openroad.warnings,35,
drt,dr.pass1.iters,3,
power,static-leakage-power,0.215,nW
final_layout,syn_to_final_growth,124,%
drt,vias_per_cell,2.92,
sta,slew_headroom,78.7,%
logic_synthesis,yosysMostFrequentCell,ha_1,
logic_synthesis,top_cells_by_count,"ha_1, inv_1, nand2b_1, nor4_2",
logic_synthesis,top_cells_by_area,"ha_1, nor4_2, mux2_4, nand2b_1, buf_6",
logic_synthesis,ys_warn_count,1,
sta,setup_viol,0,
setup_path,cp-endpoint,F1[1],
grt,grt_antenna_before_repair,0,
power,ir_worst_vdd,0.0239,mV
final_layout,drive_above_1_share,55.6,%
setup_path,arrival,2060,ps
grt,grt_start_max_net_pins,10,
final_layout,n_fill_cell,392,
sta,hold_viol,0,
final_layout,clock_buffer_count,0,
floorplanning,die_y,80,um
sta,fin_setup_tns,0,ps
logic_synthesis,yosysUniqueCellTypes,21,
drt,vias,266,
place,place.gp.congestion,0.747,
drt,n_antenna_cell,0,
floorplanning,core,3420,um2
logic_synthesis,ys_area,228,um2
drt,drc,0,
drt,drt-initial-drc-count,11,
grt,grt_overflow,0,
setup_path,setup.worst_path.start,x1[0],
logic_synthesis,top_area_share,22.0,%
setup_path,required,2160,ps
worst_hold_path,holdCritPathClass,in -> out,
place,port_buffers,9,
floorplanning,ioPinCount,9,
final_layout,flop-count,0,
setup_path,worst_setup_path_start_kind,input port,
logic_synthesis,syn_area,228,um2
floorplanning,fp_util,6.67,%
logic_synthesis,yosys.area.top_type,ha_1,
floorplanning,fp-row-count,21,
drt,wire_per_inst,8.71,um
grt,grt_first_pass_wirelength,1410,um
sta,finalClockPeriodUsage,96.3,%
logic_synthesis,yosysCellCount,27,
clock_tree,hold_buffers,0,
setup_path,setup.worst_path.end_class,primary output,
run,drv_cap,0,
[per-stage QoR]
| stage | utilization [%] | hold slack [ps] |
|---|---|---|
| after floorplan | - | 1210 |
| after global placement | 12.4 | 2200 |
| after detailed placement | 12.4 | 2200 |
| after CTS | 14.5 | 1920 |
| after global routing | 14.9 | 1860 |
| final | 14.9 | 1800 |
[worst min path at each step]
stage	start	to	cells past startpoint
CTS	x1[2]	F1[2]	5
global route	x1[4]	F1[0]	3
finish	x1[4]	F1[0]	3
[cell families (layout without fill, tap and decap cells)]
| kind of cell | Yosys count | in the layout | synth area share (%) |
|---|---|---|---|
| AOI/OAI and AO/OA | 7 | 7 | 21.4 |
| xor gates and xnor gates | 1 | 1 | 3.85 |
| adders and majority gates | 4 | 4 | 22.0 |
| buffers and inverters | 3 | 21 | 8.24 |
| muxes | 1 | 1 | 6.59 |
| and+or+nand+nor | 11 | 11 | 37.9 |
[final cells by class]
cell class | instances | area [um2] | share of cell area, %
inverters | 2 | 7.51 | 1.47
multi-input cells | 24 | 274 | 53.8
well taps | 46 | 57.6 | 11.3
repair buffers | 19 | 170 | 33.4
[cell usage in the layout (no fill, tap or decap), types with 2 or more instances in the layout]
cell type and n:
dlygate4sd2_1 4, clkdlybuf4s50_1 2, buf_4 9, dlymetal6s2s_1 2, nand2b_1 2, ha_4 3
inv_2 2
[routing by layer]
metal	vias to the layer above	wire length [um]	global-route usage [%]
li1	137	-	-
met1	123	346	3.30
met2	6	344	4.17
met3	0	102	1.25
met4	0	0	0
met5	-	0	0
[worst max-delay path: stages]
cell and delay (ps):
dlygate4sd2_1 260, inv_2 120, ha_4 200, or2_1 150, nand2b_1 80, a211oi_2 220, clkdlybuf4s50_1 490
[repair_timing]
item	CTS	global route
setup endpoints to repair	4	2
setup buffers	1	1
resized	21	2
pin swaps	2	2
[power breakdown]
group / total, mW / leakage (nW) / internal (mW) / switching, mW
registers: 0 / 0 / 0 / 0
logic: 0.0740 / 0.215 / 0.0455 / 0.0285
clock network: 0 / 0 / 0 / 0
Power and IR drop assume default switching activity.
