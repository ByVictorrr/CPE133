==> design/flow/constraint.sdc <==
current_design OUTPUT_DCDR

set clk_period 1.0
set clk_io_pct 0.2

create_clock -name clk0 -period $clk_period

set non_clock_inputs [all_inputs -no_clocks]
set_input_delay [expr $clk_period * $clk_io_pct] -clock clk0 $non_clock_inputs
set_output_delay [expr $clk_period * $clk_io_pct] -clock clk0 [all_outputs]
==> design/flow/config.mk <==
export PLATFORM = sky130hd
export DESIGN_NAME = OUTPUT_DCDR
export DESIGN_NICKNAME = OUTPUT_DCDR
export VERILOG_FILES = /design/flow/design.v
export SDC_FILE = /design/flow/constraint.sdc
export NUM_CORES = 4
export LEC_CHECK = 1
export CORE_AREA = 10 10 70 70
export DIE_AREA = 0 0 80 80
==> design/flow/design.v <==
`timescale 1ns/1ps
 module OUTPUT_DCDR(x2, F_Stone);
      input  [3:0]x2;
     output reg [14:0]F_Stone;
 always @(*)
      if      (x2 == 4'b0000)     F_Stone = 15'b000000000000000;
      else if (x2 == 4'b0001)  F_Stone = 15'b000000000000001;
      else if (x2 == 4'b0010)  F_Stone = 15'b000000000000011;
      else if (x2 == 4'b0011)  F_Stone = 15'b000000000000111;
      else if (x2 == 4'b0100)  F_Stone = 15'b000000000001111;
      else if (x2 == 4'b0101)  F_Stone = 15'b000000000011111;
      else if (x2 == 4'b0110)  F_Stone = 15'b000000000111111;
      else if (x2 == 4'b0111)  F_Stone = 15'b000000001111111;
      else if (x2 == 4'b1000)  F_Stone = 15'b000000011111111;
      else if (x2 == 4'b1001)  F_Stone = 15'b000000111111111;
      else if (x2 == 4'b1010)  F_Stone = 15'b000001111111111;
      else if (x2 == 4'b1011)  F_Stone = 15'b000011111111111;
      else if (x2 == 4'b1100)  F_Stone = 15'b000111111111111;
      else if (x2 == 4'b1101)  F_Stone = 15'b001111111111111;
      else if (x2 == 4'b1110)  F_Stone = 15'b011111111111111;
      else if (x2 == 4'b1111)  F_Stone = 15'b111111111111111;
      else  F_Stone = 15'b000000000000000;;
 endmodule
==> design/flow/run.sh <==
#!/bin/bash
# OpenROAD 26Q1-2900-gdf79404cd8, Yosys 0.63+post, stock flow scripts
make -C /OpenROAD-flow-scripts/flow DESIGN_CONFIG=/design/flow/config.mk WORK_HOME=/design/flow/orfs finish
==> impl_metrics.env <==
# yosys + openroad results
export IMPL_peakVddDrop_v=0.00004273
export IMPL_gp_congestion=0.6812
export IMPL_antenna_found_initial=0
export IMPL_rsz0062_at_grt="yes"
export IMPL_yosys_area_share_adder_pct=0
export IMPL_hold_viol=0
export IMPL_top_level_ports=19
export IMPL_hpwl_um=641.2
export IMPL_setup_violations=0
export IMPL_drc=0
export IMPL_warning_count=34
export IMPL_dieWidth_um=80
export IMPL_setup_worst_path_start_class="primary input"
export IMPL_cp_required_ps=800
export IMPL_ys_cells=24
export IMPL_grt_usage_pct=2.655
export IMPL_post_synth_inst_count=24
export IMPL_flop_area_um2=0
export IMPL_ys_chip_area_um2=138.9
export IMPL_ys_sh_simple_pct=44.14
export IMPL_hp_class="primary input to output port"
export IMPL_first_iter_violations=0
export IMPL_cp_end_kind="output port"
export IMPL_grt_met1_usage_pct=3.494
export IMPL_crit_path_max_fanout=4
export IMPL_min_period_ps=991.6
export IMPL_slew_headroom_pct=92.93
export IMPL_area_growth_pct=259.5
export IMPL_cts_hold_buf=0
export IMPL_n_antenna_cell=0
export IMPL_finalSetupTns_ps=0
export IMPL_lay_top_cells="dlygate4sd2_1, buf_6, buf_12, buf_4"
export IMPL_ys_seq_share_pct=0
export IMPL_die_h_um=80
export IMPL_fin_crit_sh_pct=99.16
export IMPL_max_freq_mhz=1008
export IMPL_synth_warnings=1
export IMPL_overflow=0
export IMPL_drtAntennaViolNets=0
export IMPL_dr_pass1_iters=1
export IMPL_ff_count=0
export IMPL_worstPathArrival_ps=790
export IMPL_first_global_vias=234
export IMPL_holdWs_ps=658.4
export IMPL_xor_share_pct=0
export IMPL_mostFrequentLayoutCell="dlygate4sd2_1"
export IMPL_cap_violations=0
export IMPL_critical_path_class="primary input to output port"
export IMPL_grt_use_met3_pct=1.023
export IMPL_drt_vias_per_instance=2.674
export IMPL_chipArea_mm2=0.006400
export IMPL_synthTopLogicFamily="simple AND/OR/NAND/NOR gates"
export IMPL_grt_pass1_wl_um=1407
export IMPL_synthAoiAreaFrac_pct=32.43
export IMPL_met2_usage_pct=4.254
export IMPL_pwr_density_cell_mw_per_mm2=342.5
export IMPL_vias=246
export IMPL_wl_per_cell_um=10.24
export IMPL_finalNonFillerCells=92
export IMPL_slew_violations=0
export IMPL_setup_ws_ps=8.389
export IMPL_row_count=21
export IMPL_drive_above_1_share_pct=58.70
export IMPL_dp_slack_ps=-813.8
export IMPL_dp_cells=86
export IMPL_coreArea_mm2=0.003416
export IMPL_leakage_nw=0.2283
export IMPL_ys_types=16
export IMPL_wl_um=942
export IMPL_initial_utilization_pct=4.066
export IMPL_tightestPinTransition_ps=105.8
export IMPL_grt_busiest_layer="met2"
export IMPL_clkbuf_count=0
export IMPL_io_buffer_count=19
export IMPL_yosys_mux_area_fraction_pct=0
export IMPL_status="completed"
export IMPL_grt_max_degree=11
export IMPL_syn_area_per_cell_um2=5.787
export IMPL_syn_area_um2=138.9
per-layer routing:
metal	up-vias	wire (um)
met3	0	115
met4	0	0
met5	-	0
met1	113	403
met2	11	423
li1	122	-
final timing paths:
check	slack, ps	depth (start not counted)	endpoint	start
setup / recovery	8	3	F_Stone[1]	x2[3]
hold / removal	660	3	F_Stone[1]	x2[3]
cell type report:
| class | instances | area [um2] |
|---|---|---|
| tap | 46 | 57.56 |
| multi-input combinational | 18 | 133.9 |
| timing repair buffer | 26 | 300.3 |
| fill | 383 | 2917 |
| inverter | 2 | 7.507 |
cell usage after synthesis:
cell	n	area share [%]
nor2_1	4	11
a21o_2	1	6.3
and3_2	1	5.4
nand2b_1	1	4.5
or3_4	1	8.1
buf_2	2	7.2
a31o_2	1	6.3
inv_1	2	5.4
o21a_1	1	5.4
o21ai_0	1	3.6
buf_6	1	8.1
nand2_1	4	11
o31a_2	1	7.2
nor2b_1	1	4.5
clkbuf_1	1	2.7
a21oi_1	1	3.6
through the flow:
stage / power (mW) / cell area, um2 / util [%]
floorplan: 0.04146 / 138.9 / -
finish: 0.1710 / 499.2 / 14.62
detailed placement: 0.1261 / 369.1 / 10.81
CTS: 0.1669 / 483.0 / 14.14
global placement: 0.1252 / 369.1 / 10.81
global route: 0.1864 / 499.2 / 14.62
cells by family (layout without fill, tap and decap cells):
kind of cell	after synthesis	in the layout
AND/OR/NAND/NOR	12	12
AND-OR/OR-AND	6	6
buffers and inverters	6	28
timing repair:
item,in CTS,in global routing
gates resized,69,5
pin swaps,5,2
setup endpoints to repair,15,3
gates cloned,2,0
buffers inserted,3,1
worst max-delay path, cell delays in order:
cell and delay [ps]:
buf_16 100, or3_4 370, buf_6 110
report_power, final:
group | total (mW) | switching, mW | internal, mW
Combinational | 0.171 | 0.0542 | 0.117
Clock | 0 | 0 | 0
Sequential | 0 | 0 | 0
Total | 0.171 | 0.0542 | 0.117
Power and IR drop assume default switching activity.
