==> design/flow/design.v <==
`timescale 1ns / 1ps
module CNTR_3b_UPDOWN(RST, HOLD, UP,EVEN,ODD, CLK, mealy, moore); 
    input  RST, UP, EVEN, ODD, CLK, HOLD; 
    output reg [2:0] mealy, moore;
    reg [2:0] NS, PS; 
    parameter [2:0] st_0= 2'b000, st_1 = 3'b001, st_2 = 3'b010,  st_3 = 3'b011,  st_4 = 3'b100, st_5 = 3'b101, st_6 = 3'b110, st_7 = 3'b111;
    always @ (negedge RST, posedge CLK)
       if (RST == 0) 
          PS <= st_0; 
       else
          PS <= NS; 
    always @ (*)
    begin
       mealy = 3'b000; moore = 3'b000;  
       case(PS)
          st_0:
          begin
             moore = 3'b000;
             if(HOLD != 1 )
	       begin
		if(UP==1)
		begin
			if(ODD != EVEN)
			begin
			if(EVEN == 1) NS = st_2;  
			else NS = st_1;
			end
			else NS = st_1;
		end
		else  
		begin
			if(ODD != EVEN)
			begin
			if(EVEN == 1) NS = st_6;  
			else NS = st_7;  
			end
			else NS = st_7;
		end
	     end
	     else NS = PS;  
          end
          st_1:
 	  begin
             moore = 3'b001;
             if(HOLD != 1 )
	       begin
		if(UP==1)
		begin	
			if(ODD != EVEN)
			begin
			if(ODD == 1) NS = st_3;  
			else NS = st_2;  
			end
			else NS = st_2;
		end
		else  
		begin	
			if(ODD != EVEN)
			begin
			if(ODD == 1) NS = st_7;  
			else NS = st_0;  
			end
			else NS = st_0;
		end
	     end
	     else NS = PS;  
	     end
          st_2:
          begin
             moore = 3'b010;
             if(HOLD != 1 )
	       begin
		if(UP==1)
		begin
			if(ODD != EVEN)
			begin
			if(EVEN == 1) NS = st_4;  
			else NS = st_3;  
			end
			else NS=st_3;
		end
		else  
		begin
			if(ODD != EVEN)
			begin
			if(EVEN == 1) NS = st_0;  
			else NS = st_1;  
			end
			else NS = st_1;
		end
	     end
	     else NS = PS;  
	     end
          st_3:
 	  begin
             moore = 3'b011;
             if(HOLD != 1 )
	       begin
		if(UP==1)
		begin
                        if(ODD != EVEN)
			begin
			if(ODD == 1) NS = st_5;  
			else NS = st_4;  
			end
			else NS = st_4;
		end
		else  
		begin
			if(ODD != EVEN)
			begin
			if(ODD == 1) NS = st_1;  
			else NS = st_2;  
			end
			else NS = st_2;
		end
	     end
	     else NS = PS;  
	     end
          st_4:
          begin
             moore = 3'b100;
             if(HOLD != 1 )
	       begin
		if(UP==1)
		begin
			if(ODD != EVEN)
			begin
			if(EVEN == 1) NS = st_6;  
			else NS = st_5;  
			end
			else NS = st_5;
		end
		else  
		begin
			if(ODD !=EVEN)
			begin
			if(EVEN == 1) NS = st_2;  
			else NS = st_3;  
			end
			else NS = st_3;
		end
	     end
	     else NS = PS;  
          end
          st_5:
 	  begin
             moore = 3'b101;
             if(HOLD != 1 )
	       begin
		if(UP==1)
		begin
			if(ODD != EVEN)
			begin
			if(ODD == 1) NS = st_7;  
			else NS = st_6;  
			end
			else NS = st_6;
		end
		else  
		begin
			if(ODD != EVEN)
			begin
			if(ODD == 1) NS = st_3;  
			else NS = st_4;  
			end
			else NS = st_4;
		end
	     end
	     else NS = PS;  
	     end
          st_6:
          begin
             moore = 3'b110;
             if(HOLD != 1 )
	       begin
		if(UP==1)
		begin
			if(ODD != EVEN)
			begin
			if(EVEN == 1) NS = st_0;  
			else NS = st_7;  
			end
			else NS = st_7;
		end
		else  
		begin
			if(ODD != EVEN)
			begin
			if(EVEN == 1) NS = st_4;  
			else NS = st_5;  
			end
			else NS = st_5;
		end
	     end
	     else NS = PS;  
          end
          st_7:
 	  begin
             moore = 3'b111;
             if(HOLD != 1 )
	       begin
		if(UP==1)
		begin
			if(ODD != EVEN)
			begin
			if(ODD == 1) NS = st_1;  
			else NS = st_0;  
			end
			else NS = st_0;
		end
		else  
		begin
			if(ODD != EVEN)
			begin
			if(ODD == 1) NS = st_5;  
			else NS = st_6;  
			end
			else NS = st_6;
		end
	     end
	     else NS = PS;  
	   end   
          default: NS = st_0; 
          endcase
       end        
endmodule
==> design/flow/run.sh <==
#!/bin/bash
# OpenROAD 26Q1-2900-gdf79404cd8, Yosys 0.63+post, stock flow scripts
make -C /OpenROAD-flow-scripts/flow DESIGN_CONFIG=/design/flow/config.mk WORK_HOME=/design/flow/orfs finish
==> design/flow/config.mk <==
export PLATFORM = sky130hd
export DESIGN_NAME = CNTR_3b_UPDOWN
export DESIGN_NICKNAME = CNTR_3b_UPDOWN
export VERILOG_FILES = /design/flow/design.v
export SDC_FILE = /design/flow/constraint.sdc
export NUM_CORES = 4
export LEC_CHECK = 1
export CORE_AREA = 10 10 72 72
export DIE_AREA = 0 0 82 82
==> design/flow/constraint.sdc <==
current_design CNTR_3b_UPDOWN

set clk_period 1.7
set clk_io_pct 0.2

create_clock -name clk0 -period $clk_period [get_ports {CLK}]

set non_clock_inputs [all_inputs -no_clocks]
set_input_delay [expr $clk_period * $clk_io_pct] -clock clk0 $non_clock_inputs
set_output_delay [expr $clk_period * $clk_io_pct] -clock clk0 [all_outputs]
==> changes_impl.md <==
### Implementation results

* Routability cong. at 0.8606
* Status: complete, no violations
* Die height at 82 um
* Largest net degree at the start of global routing at 13
* Crit path capture type: output pin
* Vias post-DR at 598
* Layout area overhead at 43.18%
* # diodes at 0
* CTS clk-pin slew, worst paths at ~40 ps
* CTS tree: yes
* Highest routed layer: met4
* Pwr Total at 0.7745 mW
* Routed wl met3 at 77 um
* Critical path peak fanout at 3
* Antenna violations before repair at 0
* Fp_density at 16.66%
* Post-synth top area share at 28.51%
* Crit share post-route at 96.40%
* Tmin final at 1639 ps
* Rows at 22
* Maximum Capacitance Violations at 0
* First-pass GRT wire length at 2.773 mm
* Largest cells by area: dfrtp_1 (29%), mux2i_1 (6.5%), o21ai_0 (6.5%)
* Total gr overflow at 0
* Post-synth top area cell: dfrtp_1
* DP Wirelength at 1.268 mm
* Final Hold Fails at 0
* Starting DRT DRC Count at 45
* Post-Route M1 WL at 775 um
* Root buffer selected by CTS: clkbuf_8
* IO buf count at 8
* RSZ-0062 raised after global routing: no
* TritonRoute pass-1 iters at 4
* Crit-path cells: or4_1, clkdlybuf4s15_1
* Width of the die at 82 um
* Pins Over Slew Limit at 0
* Drt wl/cell at 12.65 um
* Top Family by Delay on Critical Path: simple AND/OR/NAND/NOR gates
* Worst path max stage delay at 510 ps
* Final wirelength at 1.721 mm
* Inserted Clock Buffers at 3
* Core Region at roughly 3700 um^2
* Cell leakage power at 0.3539 nW
* H-tree levels at 1
* GRT Total Usage at 5.040%
* Biggest register: PS
* Post-Syn Area at about 610 um^2
* Tool Warnings at 25
* CP bufs+invs at 1
* Ys async rst share at 100.0%
* Yosys Chip Area at 614.3 um^2
* Achievable Freq at 610.2 MHz
* Final worst slack at 61.25 ps
* # setup viols final at 0
* Dominant flop cell: dfrtp_1
* Layout cell share with drive strength beyond 1 at between 20% and 30%
* TritonCTS Sinks at 8
* CP arrival at roughly 1300 ps
* CP max-delay cell: or4_1
* Hold WC Path Type: primary input to asynchronous set/reset pin
* Total die size at 6724 um^2
* IO Count at 12
* Ys Warns at 1
* Synth flops at 8
* Unique cell types at 22
* Vias in the first global route at about 580
* Drc violations at 0
* Req. time, crit path at 1360 ps
* CTS Hold Bufs at 0
* Mean Syn Cell Area at 9.599 um^2
* Seq share, synth at roughly 33%
* DP Worst Slack at -120.0 ps
* Clk_skew at 0.3471 ps
* Maximum root-to-sink buffer count at 2
* Worst VDD drop at 0.0001919 V
* Vias per inst at roughly 4.4
* Critical path class: flip-flop to output pin
* Latency at later pin at ~230 ps
* WL met2 at 824 um
* Top flop regs: PS (8)
* Antenna viol nets, final at 0
* Pwr/cell area at 880.5 nW/um^2
* Setup slack, reg-to-reg at ~360 ps
* Ys cells at between 60 and 70
* Max reg flops at 8
* EDFF count, synth at 0
* Startpoint Class: flip-flop
* Mapped Cells at 64
report_power, final:
group	internal [mW]	total [mW]	switching [mW]
Combinational	0.147	0.272	0.124
Clock	0.163	0.238	0.0755
Sequential	0.233	0.265	0.0319
layer usage:
layer  global-route usage, %  vias to the layer above
met5                       0                        -
met4                   1.531                        0
met3                   1.101                        4
met2                   7.994                       12
met1                   6.720                      286
li1                        -                      296
worst register-to-register path, stage by stage (launching register included):
cell and delay [ps]:
dfrtp_1 370, buf_4 130, buf_4 140, and3b_1 200, a2111oi_2 320, nor3_1 100
layout make-up:
| type | count | area [um^2] |
|---|---|---|
| fillers | 407 | 2809 |
| multi-input cells | 52 | 382.9 |
| flip-flops and latches | 8 | 201.4 |
| repair buffers | 24 | 190.2 |
| well taps | 48 | 60.06 |
| clock buffers | 4 | 45.04 |
cell usage after synthesis (3+ instances only):
cell type and n:
o21ai_0 8, dfrtp_1 7, a211oi_1 4, and3b_1 4
mux2i_1 4, nand2_1 4, nor2b_1 4, nor3_1 4
o2111ai_1 4, buf_4 3, nand2b_1 3, or4_1 3
cells in the final DEF (no fill, tap or decap), drive strengths merged, types with 3 or more instances in the layout:
cell type and n:
a2111oi 4, a211oi 4, and3b 4, buf 16, clkbuf 6, clkdlybuf4s50 5
conb 3, dfrtp 7, mux2i 4, nand2 4, nand2b 3, nor2b 4
nor3 4, o2111ai 4, o21ai 8, or4 3
worst paths after layout:
kind                                      start         endpoint  cells past startpoint
worst max-delay path            PS[6]$_DFF_PN0_         moore[0]                      2
worst min-delay path                        RST  PS[5]$_DFF_PN0_                      1
worst max register to register  PS[2]$_DFF_PN0_  PS[0]$_DFF_PN1_                      5
worst min register to register  PS[0]$_DFF_PN1_  PS[0]$_DFF_PN1_                      2
max in group asynchronous                   RST  PS[0]$_DFF_PN1_                      1
min in group clk0               PS[0]$_DFF_PN1_  PS[0]$_DFF_PN1_                      2
kinds of logic (layout without fill, tap and decap cells):
| group | after synthesis | in the layout | share of synthesized area, % |
|---|---|---|---|
| other | 1 | 3 | 0.6104 |
| buffers and inverters | 6 | 28 | 6.923 |
| DFF | 8 | 8 | 32.79 |
| muxes | 4 | 4 | 6.518 |
| and+or+nand+nor | 25 | 25 | 27.90 |
| AOI/OAI and AO/OA | 20 | 20 | 25.25 |
repair_timing:
item | CTS | global route
setup buffers | 3 | 1
resized | 5 | 4
endpoints found under the hold margin | 0 | 0
endpoints found under the setup margin | 3 | 4
stage by stage:
stage | utilization (%) | instances | hold slack, ps | instance area (um^2) | TNS [ps]
2_1_floorplan | - | 66 | 44.41 | 621.8 | 0
3_3_place_gp | 21.95 | 128 | 542.3 | 809.5 | -194.1
3_5_place_dp | 21.95 | 128 | 556.1 | 809.5 | -629.3
4_1_cts | 23.74 | 135 | 411.8 | 875.8 | 0
5_1_grt | 23.85 | 136 | 429.5 | 879.6 | 0
6_report | 23.85 | 136 | 399.5 | 879.6 | 0
Power figures rest on the tool's default switching activity, not on a simulated workload.
